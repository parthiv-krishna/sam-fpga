<file path="flow/run.sh">
#!/bin/bash
# OpenROAD 26Q1-2900-gdf79404cd8, Yosys 0.63+post, stock flow scripts
make -C /OpenROAD-flow-scripts/flow DESIGN_CONFIG=/design/flow/config.mk WORK_HOME=/design/flow/orfs finish
</file>
<file path="flow/config.mk">
export PLATFORM = sky130hd
export DESIGN_NAME = sam_wrapper
export DESIGN_NICKNAME = sam_wrapper
export VERILOG_FILES = /design/flow/design.v
export SDC_FILE = /design/flow/constraint.sdc
export NUM_CORES = 4
export LEC_CHECK = 1
export CORE_AREA = 10 10 70 70
export DIE_AREA = 0 0 80 80
</file>
<file path="flow/constraint.sdc">
current_design sam_wrapper

set clk_period 7.8
set clk_io_pct 0.2

create_clock -name clk0 -period $clk_period

set non_clock_inputs [all_inputs -no_clocks]
set_input_delay [expr $clk_period * $clk_io_pct] -clock clk0 $non_clock_inputs
set_output_delay [expr $clk_period * $clk_io_pct] -clock clk0 [all_outputs]
</file>
<file path="flow/design.v">
package instruction_decoder_params;
        localparam INPUT_SIGNAL_LENGTH = 32;
        localparam WRITE_DATA_LENGTH = 16;
        localparam WRITE_ADDRESS_LENGTH = 14;
	localparam READ_ADDRESS_LENGTH = 14;
endpackage
`timescale 1ns / 1ps
module sam_wrapper(
    input clk,
    input rstn,
    input [31:0] in_data,
    output in_ready,
    input in_valid,
    input in_last,
    output [31:0] out_data,
    input out_ready,
    output out_valid,
    output out_last
    );
    assign out_data = in_data + 1;
    assign in_ready = out_ready;
    assign out_valid = in_valid;
    assign out_last = in_last;
endmodule
</file>
==> results_slide.txt <==
Run Summary

Final layout
  • FILL cells: 362
  • Proportion of layout cells with a drive suffix above 1: 0.0513
  • Layout Cells excl Fill: 202
  • Clkbuf count: 0
  • Area growth syn-to-layout: 92.4%
  • Storage cell area: 0 µm²
  • Final core occ: 0.398
  • Seq_cells: 0

Job
  • Count of tool warnings: 34
  • # Max-Cap Violations: 0

Timing
  • Final setup viols: 0
  • Actual slew at the worst max-slew pin: 490 ps
  • Fmax achieved: 186 MHz
  • RSZ-0062 raised after global routing: no
  • Final Max Slew Viols: 0
  • Slew headroom: 0.672
  • Final worst slack: 2440 ps
  • Min cycle time layout: 5360 ps
  • Post-route clock period utilization: 0.688
  • Setup TNS: 0 ps
  • Endpoints failing hold: 0

Setup path
  • CP Depth: 7
  • Worst Setup Path Type: in2out
  • Worst Setup SP: in_data[0]
  • Critical Path End Type: primary output
  • CP Max Fanout: 8
  • Critical Path RT: 6240 ps
  • CP delay by family, top: buffers and inverters
  • Arr. time, crit path: 3800 ps
  • Slowest cell on crit path: clkdlybuf4s50_1
  • Worst setup path end: out_data[24]
  • WP buf/inv: 2
  • CP max stage delay: 550 ps
  • CP Cell Sequence: clkdlybuf4s50_1 -> ha_1 -> and3_1 -> nand3_2 -> nor4_1 -> xor2_1 -> clkdlybuf4s50_1
  • Cell mode on critical path: clkdlybuf4s50_1
  • Crit start category: input pin

Route
  • Antenna Nets Post-Route: 0
  • Post-DR vias/cell: 4.36
  • Routed WL: 2640 µm
  • DRC: 0
  • Vias: 880
  • Iteration-0 DRC count of the detailed router: 23
  • Drt wl/cell: 13.0 µm
  • TritonRoute pass-1 iters: 2
  • N_diodes: 0

Status
  • Status: finished clean

Floorplanning
  • Top Ports: 72
  • DIE HEIGHT: 80 µm
  • Die W: 80 µm
  • Core area: 3420 µm²
  • Pre-Place Util: 0.207
  • Row count: 21
  • Die area: 6400 µm²

Yosys
  • Area leader, netlist: xor2_1
  • Top cells, area: xor2_1 24%, xnor2_1 14%, nand3_1 7.1%
  • Yosys chip area: 707 µm²
  • Synth Seq Share: 0
  • Post-synthesis cell type count: 20
  • Synth warnings: 0
  • Mapped Area: 707 µm²
  • Post-Syn Instances: 99
  • Dominant cell area share: 0.235
  • Avg Cell Area, Syn: 7.14 µm²
  • Yosys cell count: 99

Power
  • PD cells: 38.1 nW/µm²
  • Leak: 0.476 nW
  • Worst VDD drop: 0.0000133 V
  • Total power: 0.0000518 W

Clock tree
  • Hold_buf cts: 0
  • Post-CTS Setup Bufs: 0
  • CTS resizes: 0

Global routing
  • Total global routing overflow: 0
  • GRT Total Usage: 0.0783
  • Largest net degree at the start of global routing: 12
  • Initial antenna violation count: 0
  • Vias in the first global route: 938
  • First-pass GRT wire length: 4260 µm

Placement
  • DPL Wire Length: 2300 µm
  • DP Worst Slack: 2410 ps
  • Gpl congestion: 0.758
  • Buffers on Ports: 64
  • Dpl cells: 202

Min path
  • Worst Hold Class: in2out
cell usage after synthesis:
cell type,number
xor2_1,19
xnor2_1,11
nand3_1,10
nand2_1,9
nor4_1,6
and3_1,5
and4_1,5
buf_4,4
inv_1,4
nand4_1,4
nor2_1,4
nor3_1,4
nor4_2,4
buf_2,3
nand3_4,2
ha_1,1
nand2_2,1
nand3_2,1
nor2b_1,1
nor3b_1,1
worst min-delay path by stage:
stage	cells after the start	endpoint	slack (ps)	from
after CTS	0	in_ready	3120	out_ready
after global routing	0	out_valid	3120	in_valid
final	0	in_ready	3120	out_ready
report_power, final:
group	leakage [nW]	internal, W	switching, W
sequential	0	0	0
combinational	0.476	0.0000358	0.0000160
clock	0	0	0
layout make-up:
type | count | area [µm²] | area share
Timing Repair Buffer | 64 | 641 | 0.471
Multi-Input combinational cell | 88 | 647 | 0.476
Tap cell | 46 | 57.6 | 0.0423
Inverter | 4 | 15.0 | 0.0110
cell usage in the layout (no fill, tap or decap):
master / Yosys / routed
clkdlybuf4s50_1: 0 / 64
xor2_1: 19 / 19
xnor2_1: 11 / 11
nand3_1: 10 / 10
nand2_1: 9 / 9
nor4_1: 6 / 6
and4_1: 5 / 5
and3_1: 5 / 5
inv_1: 4 / 4
nand4_1: 4 / 4
nor4_2: 4 / 4
nor3_1: 4 / 4
nor2_1: 4 / 4
nand3_4: 2 / 2
nand2_2: 1 / 1
nand3_2: 1 / 1
nor3b_1: 1 / 1
nor2b_1: 1 / 1
ha_1: 1 / 1
through the flow:
stage | hold WS [ps] | area [µm²]
detailed placement | 3120 | 1360
global placement | 3120 | 1360
CTS | 3120 | 1360
global route | 3120 | 1360
floorplan | 3130 | 707
finish | 3120 | 1360
logic make-up after synthesis:
| kind of cell | synth area share |
|---|---|
| XOR/XNOR | 0.372 |
| buffers and inverters | 0.0849 |
| AND/OR/NAND/NOR | 0.526 |
| adder cells (fa/ha/maj) | 0.0177 |
layer usage:
| layer | track usage | routed length, µm |
|---|---|---|
| met5 | 0 | 0 |
| met4 | 0 | 0 |
| met3 | 0.0250 | 250 |
| met2 | 0.140 | 1320 |
| met1 | 0.0936 | 1070 |
Power figures rest on the tool's default switching activity, not on a simulated workload.
