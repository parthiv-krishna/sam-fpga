[/design/flow/design.v]
package instruction_decoder_params;
        localparam INPUT_SIGNAL_LENGTH = 32;
        localparam WRITE_DATA_LENGTH = 16;
        localparam WRITE_ADDRESS_LENGTH = 14;
	localparam READ_ADDRESS_LENGTH = 14;
endpackage
`timescale 1ns / 1ps
import instruction_decoder_params::*;
module instruction_decoder
#(
	parameter INPUT_SIGNAL_LENGTH = instruction_decoder_params::INPUT_SIGNAL_LENGTH,
	parameter WRITE_DATA_LENGTH = instruction_decoder_params::WRITE_DATA_LENGTH,
	parameter WRITE_ADDRESS_LENGTH = instruction_decoder_params::WRITE_ADDRESS_LENGTH,
	parameter READ_ADDRESS_LENGTH = instruction_decoder_params::READ_ADDRESS_LENGTH
)
(
	input logic [INPUT_SIGNAL_LENGTH-1:0] input_signal,
	output logic wr_en,
	output logic rd_en,
	output logic go,
	output logic [WRITE_ADDRESS_LENGTH-1:0] wr_addr,
	output logic [WRITE_DATA_LENGTH-1:0] wr_data,
	output logic [READ_ADDRESS_LENGTH-1:0] rd_start_addr,
	output logic [READ_ADDRESS_LENGTH-1:0] rd_end_addr
);
assign go = (input_signal[INPUT_SIGNAL_LENGTH] == 1'b1) ? 1 : 0;
assign wr_en = (input_signal[INPUT_SIGNAL_LENGTH-1:INPUT_SIGNAL_LENGTH-2] == 2'b00) ? 1 : 0;
assign rd_en = (input_signal[INPUT_SIGNAL_LENGTH-1:INPUT_SIGNAL_LENGTH-2] == 2'b01) ? 1 : 0;
always @(*) begin
	if (wr_en) begin
		wr_addr = input_signal[INPUT_SIGNAL_LENGTH-3:INPUT_SIGNAL_LENGTH-WRITE_ADDRESS_LENGTH-2];
		wr_data = input_signal[WRITE_DATA_LENGTH-1:0];
		rd_start_addr = {READ_ADDRESS_LENGTH{1'b0}};
		rd_end_addr = {READ_ADDRESS_LENGTH{1'b0}};
	end
	else if (rd_en) begin
		rd_start_addr = input_signal[INPUT_SIGNAL_LENGTH-4:READ_ADDRESS_LENGTH+1];
		rd_end_addr = input_signal[READ_ADDRESS_LENGTH-1:0];
		wr_addr = {WRITE_ADDRESS_LENGTH{1'b0}};
		wr_data = {WRITE_DATA_LENGTH{1'b0}};
	end
	else begin
		wr_addr = {WRITE_ADDRESS_LENGTH{1'b0}};
		wr_data = {WRITE_DATA_LENGTH{1'b0}};
		rd_start_addr = {READ_ADDRESS_LENGTH{1'b0}};
		rd_end_addr = {READ_ADDRESS_LENGTH{1'b0}};
	end
end
endmodule
[/design/flow/run.sh]
#!/bin/bash
# OpenROAD 26Q1-2900-gdf79404cd8, Yosys 0.63+post, stock flow scripts
make -C /OpenROAD-flow-scripts/flow DESIGN_CONFIG=/design/flow/config.mk WORK_HOME=/design/flow/orfs finish
[/design/flow/config.mk]
export PLATFORM = sky130hd
export DESIGN_NAME = instruction_decoder
export DESIGN_NICKNAME = instruction_decoder
export VERILOG_FILES = /design/flow/design.v
export SDC_FILE = /design/flow/constraint.sdc
export NUM_CORES = 4
export LEC_CHECK = 1
export CORE_AREA = 10 10 80 80
export DIE_AREA = 0 0 90 90
[/design/flow/constraint.sdc]
current_design instruction_decoder

set clk_period 1.0
set clk_io_pct 0.2

create_clock -name clk0 -period $clk_period

set non_clock_inputs [all_inputs -no_clocks]
set_input_delay [expr $clk_period * $clk_io_pct] -clock clk0 $non_clock_inputs
set_output_delay [expr $clk_period * $clk_io_pct] -clock clk0 [all_outputs]
==> run notes <==
fresh numbers from the pnr run: pwr dens=337.2 nW/µm², cell count in the Yosys report=75, DIE AREA=8100 µm², io pins=93, drt pass-1 iters=2, placed cell count=224, Min Hold Slack=0.7802 ns, status=finished with violations, layout cells sized above 1=65.38%, max-cap violations=0, CP Launch Point=input_signal[30], first-pass GRT wire length=6.334 mm, # fillers=455, setup ws final=-0.07721 ns, failing checks=setup timing, met1 usage=11.93%, Post-Route WL=4.114 mm, Core Util at FP=12.16%, IO Port Bufs=92, Tot Pwr=0.0006493 W, Synth-to-Final Area Change=235.3%, Mapped Area=574.3 µm², busiest grt layer=met2, crit path to=rd_end_addr[12], Final Slew Violations=0, cells after synthesis=75, core box area=4723 µm², number of warnings in the stage logs=34, final hold viol count=0, Max Clk Rate=0.9283 GHz, Avg WL per Cell=16.52 µm, crit-path max cell delay=0.24 ns, Slowest-stage cell, CP=dlygate4sd2_1, gr ovfl total=0, Inserted Diodes=0, RSZ-0062 raised after global routing=yes, vias in the first global route=1055, DR vias/cell=4.036, min-delay src=input_signal[31], Setup-failing EPs final=27, drt drc=0, CP Max Fanout=7, total track usage=9.364%, WP buf/inv=3, num rows=25, CP Class=in -> out, YS warnings=2, post-route cell area=1926 µm², Worst Hold Class=in -> out, Unique cell types=10, Chip Width=90 µm, Critical Path Stages=4, vias post-DR=1005, YS chip area=574.3 µm², arrival time worst endpoint=0.88 ns, FFs & Latches=0, clock buffer count=0, Util after Layout=40.77%, die height=90 µm, hpwl dp=2.505 mm, Post-Layout Cell Count=249, flip-flop and latch area=0 µm², worst endpoint required time=0.80 ns, Comb gate area=634.4 µm², final worst-path cycle share=107.7%, largest net degree at the start of global routing=26, initial antenna violation count=0, average size of a mapped cell=7.657 µm², DR iter-0 viols=25, P_leak=1.075 nW, minimum clock period after layout=1.077 ns, grt met2 use=15.50%, placed inst area=1559 µm², Seq/Total Area, Yosys=0%, startpoint type of the worst setup path=input pin, met3 Track Usage GR=3.688%, worst vdd ir=0.1760 mV, gpl congestion=0.6575, Antenna Nets Post-Route=0, CP Capture Type=output port, crit-path leading delay family=buffers and inverters, worst path cell trace=buf_12, buf_16, and3b_1, dlygate4sd2_1
## how the worst min path moves through the flow
stage,to,slack [ns],depth (start not counted)
global route,wr_en,0.80,4
finish,wr_en,0.78,4
CTS,wr_addr[7],0.79,4
## power breakdown
part	total, W	internal, W	switching (W)
sequential	0	0	0
clock	0	0	0
combinational	0.000649	0.000444	0.000205
## cells in the mapped netlist
cell type / instances / share of area [%]
nor3b_1: 30 / 39
and3b_1: 28 / 43
buf_2: 8 / 7.0
buf_4: 1 / 1.3
buf_6: 3 / 5.9
nor2b_1: 1 / 1.1
clkbuf_1: 1 / 0.65
nor2_1: 1 / 0.65
conb_1: 1 / 0.65
clkbuf_2: 1 / 0.87
## tightest hold or removal path: stages
cell and delay, ns:
buf_16 0.13, buf_12 0.11, nor2_1 0.04, buf_2 0.10
## cells by family after synthesis
group,count (synthesis),synth area share [%]
buf+inv,14,15.69
simple gates,60,83.66
other cells,1,0.6530
## per-stage QoR
step	setup TNS, ns	setup slack [ns]
6_report	-1.048	-0.07721
5_1_grt	-2.200	-0.09741
4_1_cts	-1.527	-0.1057
3_5_place_dp	-30.53	-0.5888
3_3_place_gp	-30.22	-0.5875
2_1_floorplan	0	0.1589
## metal layers
metal / vias to the layer above / routed length [µm]
met5: - / 0
met4: 0 / 0
met3: 0 / 402
met2: 51 / 2003
met1: 457 / 1708
li1: 497 / -
## area by class of cell
cell class,instances,area share (%)
Multi-Input combinational cell,61,32.94
Tap cell,67,4.353
Timing Repair Buffer,121,62.70
## cells in the final DEF (no fill, tap or decap)
cell type,synthesis,routed
nor2b_1,1,1
buf_16,0,14
buf_12,0,5
buf_4,1,3
nor3b_2,0,30
conb_1,1,1
clkbuf_2,1,2
nor2_1,1,1
buf_2,8,56
and3b_1,28,28
clkbuf_16,0,2
buf_6,3,7
dlygate4sd2_1,0,32
## timing repair
| action | 4_1_cts | 5_1_grt |
|---|---|---|
| cloned | 11 | 2 |
| hold endpoints to repair | 0 | 0 |
| setup buffers | 9 | 3 |
| pin swaps | 20 | 16 |
| hold buffers | 0 | 0 |
| endpoints found under the setup margin | 60 | 49 |
| gates resized | 261 | 5 |
Power figures rest on the tool's default switching activity, not on a simulated workload.
